`/design/flow/run.sh`:
```
#!/bin/bash
# OpenROAD 26Q1-2900-gdf79404cd8, Yosys 0.63+post, stock flow scripts
make -C /OpenROAD-flow-scripts/flow DESIGN_CONFIG=/design/flow/config.mk WORK_HOME=/design/flow/orfs finish
```
`/design/flow/config.mk`:
```
export PLATFORM = sky130hd
export DESIGN_NAME = top
export DESIGN_NICKNAME = top
export VERILOG_FILES = /design/flow/design.v
export SDC_FILE = /design/flow/constraint.sdc
export NUM_CORES = 4
export LEC_CHECK = 1
export CORE_UTILIZATION = 50
```
`/design/flow/constraint.sdc`:
```
current_design top

set clk_period 1.0
set clk_io_pct 0.2

create_clock -name clk0 -period $clk_period [get_ports {clk}]

set non_clock_inputs [all_inputs -no_clocks]
set_input_delay [expr $clk_period * $clk_io_pct] -clock clk0 $non_clock_inputs
set_output_delay [expr $clk_period * $clk_io_pct] -clock clk0 [all_outputs]
```
`/design/flow/design.v`:
```
module clk_div(
    input clock,
    input rst,
    output reg vga_clk
);
    reg clk_tmp;
    always @(posedge clk_tmp or posedge rst) begin
        if (rst)
            vga_clk <= 0;
        else
            vga_clk <= ~vga_clk;
    end
    always @(posedge clock or posedge rst) begin
        if (rst)
            clk_tmp <= 0;
        else
            clk_tmp <= ~clk_tmp;
    end
endmodule
module debounce(
    input clk, rst,
    input in,
	output reg out
    );
parameter delay_max = 20'd250000;
reg [31:0] delay_cnt;
reg        key_reg;
always @(posedge clk,posedge rst) begin 
    if (rst) begin 
        key_reg   <= 1'b0;
        delay_cnt <= 20'd0;
    end
    else begin
        key_reg <= in;
        if(key_reg != in)
            delay_cnt <= 20'd0; 
        else if(key_reg == in) begin
                 if(delay_cnt < delay_max)
                     delay_cnt <= delay_cnt + 1'b1;
                 else
                     delay_cnt <= delay_cnt;
             end           
    end   
end
always @(posedge clk, posedge rst) begin 
    if (rst) begin 
        out <= 1'b0;          
    end
    else begin
        if(delay_cnt == delay_max - 1'b1) begin
            out <= in;
        end
        else begin
            out <= out; 
        end  
    end   
end
endmodule 
module pong(
    input vga_clk, rst,
    input [9:0] posx, posy,
    input btn_up, btn_down,
    output reg [2:0] rgb_data
);    
parameter paddle_width  = 10'd20;
parameter paddle_length = 10'd120;
parameter ball_width = 10'd20;
reg [9:0] ball_x;
reg [9:0] ball_y;
reg [21:0] div_cnt;
reg x_direction;
reg y_direction;
reg [9:0] paddle_y;
reg [7:0] score;
wire [1:0] key_state;
debounce key_debounce_up(   .clk(vga_clk),
                                .rst(rst),
                                .in(btn_up),
                                .out(key_state[0]));
debounce key_debounce_down( .clk(vga_clk),
                                .rst(rst),
                                .in(btn_down),
                                .out(key_state[1]));
wire updatable;
assign updatable = (div_cnt == 22'd125000 - 1'b1) ? 1'b1: 1'b0;
always @(posedge vga_clk ,posedge rst) begin         
    if (rst)
        div_cnt <= 22'd0;
    else begin
        if(div_cnt < 22'd125000 - 1'b1) 
            div_cnt <= div_cnt + 1'b1;
        else
            div_cnt <= 22'd0;
    end
end
always @(posedge vga_clk ,posedge rst) begin         
    if (rst) begin
        x_direction <= 1'b1;
        y_direction <= 1'b1;
        score <= 8'd0;
    end
    else begin
        if (((ball_x == paddle_width) || (ball_x == 10'd640 - paddle_width - ball_width)) &&
            ((ball_y > paddle_y + paddle_length) || (ball_y + ball_width < paddle_y)))
            score <= 8'd0;
        else if (ball_x == paddle_width)begin
            x_direction <= 1'b1;
            score <= score + 1'b1;
        end               
        else if (ball_x == 10'd640 - paddle_width - ball_width) begin
            x_direction <= 1'b0;
            score <= score + 1'b1;
            end              
        else
            x_direction <= x_direction;
        if (ball_y == 1'b0)
            y_direction <= 1'b1;                
        else
        if (ball_y + ball_width == 10'd480)
            y_direction <= 1'b0;               
        else
            y_direction <= y_direction;
    end
end
always @(posedge vga_clk, posedge rst) begin         
    if (rst) begin
        ball_x <= 22'd320;
        ball_y <= 22'd240;
    end
    else if(updatable) begin
        if(x_direction) 
            ball_x <= ball_x + 1'b1;
        else
            ball_x <= ball_x - 1'b1;
        if(y_direction) 
            ball_y <= ball_y + 1'b1;
        else
            ball_y <= ball_y - 1'b1;
    end
    else begin
        ball_x <= ball_x;
        ball_y <= ball_y;
    end
end
always @(posedge vga_clk, posedge rst) begin         
    if (rst) begin
        paddle_y <= 10'd100;
    end
    else if(updatable) begin
        case (key_state)
            2'b00: paddle_y <= paddle_y;
            2'b01: begin
                if (paddle_y == 1'b0)
                    paddle_y <= paddle_y;
                else
                    paddle_y <= paddle_y - 1'b1;
            end
            2'b10: begin
                if (paddle_y + paddle_length == 10'd480)
                    paddle_y <= paddle_y;
                else
                    paddle_y <= paddle_y + 1'b1; 
            end
            2'b11: paddle_y <= paddle_y;
            default: paddle_y <= paddle_y;
        endcase
    end
    else begin
        paddle_y <= paddle_y;
    end
end
always @(posedge vga_clk, posedge rst) begin         
    if (rst) 
        rgb_data <= 3'b000;
    else begin
        if((posx >= ball_x) && (posx < ball_x + ball_width) &&
           (posy >= ball_y) && (posy < ball_y + ball_width))
            rgb_data <= 3'b111;
        else if (posx < paddle_width && posy >= paddle_y && posy <= paddle_y + paddle_length ||
                 posx >= 10'd640 - paddle_width && posy >= paddle_y && posy <= paddle_y + paddle_length) begin
            rgb_data <= 3'b111;
        end
        else
            rgb_data <= 3'b000;
    end
end
endmodule 
module top(
    input clk, rst,
    input btn_up, btn_down,                     
    output hsync, vsync,
    output [2:0] vga_rgb
    ); 
wire vga_clk_w;
wire [2:0] rgb_data_w;
wire [9:0] posx_w;
wire [9:0] posy_w;
clk_div clk_div_u(  .clock(clk),
                    .rst(rst),
                    .vga_clk(vga_clk_w));
vga_drive vga_driver_u( .vga_clk (vga_clk_w),    
                        .rst (rst),
                        .hsync (hsync),
                        .vsync (vsync),
                        .vga_rgb (vga_rgb),
                        .rgb_data (rgb_data_w), 
                        .posx (posx_w), 
                        .posy (posy_w)); 
pong pong_u(.vga_clk (vga_clk_w),
            .rst (rst),
            .btn_up(btn_up),
            .btn_down(btn_down),
            .posx (posx_w),
            .posy (posy_w),
            .rgb_data (rgb_data_w));   
endmodule 
module vga_drive(
    input vga_clk, rst,
    input [2:0] rgb_data,
    output hsync, vsync,
    output [2:0] vga_rgb,
    output [9:0] posx,
    output [9:0] posy
);                             
wire in_disp_area;
reg  [9:0] h_cnt;
reg  [9:0] v_cnt;
always @(posedge vga_clk, posedge rst) begin         
    if (rst)
        h_cnt <= 10'd0;                                  
    else begin
        if(h_cnt < 799)                                               
            h_cnt <= h_cnt + 1'b1;                               
        else 
            h_cnt <= 10'd0;  
    end
end
always @(posedge vga_clk, posedge rst) begin         
    if (rst)
        v_cnt <= 10'd0;                                  
    else if(h_cnt == 799) begin
        if(v_cnt < 524)                                               
            v_cnt <= v_cnt + 1'b1;                               
        else 
            v_cnt <= 10'd0;  
    end
end                                 
assign hsync  = (h_cnt <= 10'd95)? 1'b0 : 1'b1;
assign vsync  = (v_cnt <= 10'd1)? 1'b0 : 1'b1;
assign in_disp_area = (((h_cnt >= 10'd144) && (h_cnt < 10'd784)) && ((v_cnt >= 10'd35) && (v_cnt < 10'd525)))? 1'b1 : 1'b0;
assign vga_rgb = in_disp_area? rgb_data : 3'd0;
assign posx = in_disp_area? (h_cnt - 10'd143) : 10'd0;
assign posy = in_disp_area? (v_cnt -10'd34) : 10'd0;
endmodule 
```
==> qor.yml <==
place:
  placed_cell_area_um2: 10200
  dp_hpwl_mm: 13.9
  gp_congestion: 0.876
  place_inst: 1344
  portBuffers: 8
critical_path:
  worst-endpoint-required_ps: 1220
  endpoint_kind: "asynchronous set/reset pin"
  worst-path-buf-inv: 2
  critPathMaxStageDelay_ps: 440
  crit_chain: "clkdlybuf4s50_1 > clkinvlp_4"
  cpMaxStageDelayCell: "clkdlybuf4s50_1"
  cp_data_arrival_time_ps: 720
  path_depth: 2
  path_max_fanout: 2
  start_kind: "primary input"
  crit_type: "primary input to asynchronous set/reset pin"
  crit_family: "buffers and inverters"
  rr_worst_depth: 1
detailed_routing:
  wl_per_cell_um: 13.6
  drtIter0Drc: 267
  drc: 0
  insertedDiodeCount: 0
  ant_nets: 0
  vias: 7274
  firstDrtPassIters: 4
  viasPerCell: 5.41
  routed_wirelength_mm: 18.2
final_timing:
  period_needed_ps: 502
  final_max_slew_viol_count: 0
  slew_headroom_pct: 44.7
  clock.fmax_ghz: 1.99
  worst_slew_pin_slew_ps: 824
  unclocked_pins: 144
  setup_violations: 0
  hold_viol: 0
  finClkSkew_ps: 0
  rsz0062_at_grt: "no"
  untimed_endpoints: 144
  finalCritPeriodShare_pct: 50.2
final_layout:
  largestRegisters: "pong_u.key_debounce_down.delay_cnt x32, pong_u.key_debounce_up.delay_cnt x32, pong_u.div_cnt x22"
  final_core_util_pct: 52.7
  final_cell_mix: "133 x dfrtp_1, 114 x nor2_1, 110 x ha_1"
  drive_gt1_share_pct: 3.43
  mostFrequentLayoutCell: "dfrtp_1"
  layout.cells.non_filler: 1344
  fill_cells: 1869
  logic_area_um2: 5840
  seqCellArea_um2: 3650
  syn2layout_area_growth_pct: 3.33
  fin_area_um2: 10200
job:
  warnings: 43
  cap_violations: 0
pwr:
  p_per_area_nw_per_um2: 22.8
  p_total_uw: 233
  max-vdd-ir-drop_mv: 0.271
  cellLeakagePower_nw: 4.47
hold_path:
  hold_depth: 1
  hold_class: "flip-flop to flip-flop"
status:
  run_status: "finished clean"
logic_synthesis:
  syn_avg_cell_area_um2: 9.02
  synthCells: 1097
  yosysUniqueCellTypes: 70
  yosys_most_used_dff: "dfrtp_1"
  logic_family: "simple AND/OR/NAND/NOR gates"
  mux_area_share_pct: 0.885
  top_area_cell: "dfrtp_1"
  postSynthSeqShare_pct: 36.8
  adder_share_pct: 14.9
  yosysWarnings: 4
  synth_top_area_share_pct: 33.9
  async_flop_share_pct: 100
  synthSimpleGateAreaFrac_pct: 20.5
  topCellsByArea: "dfrtp_1 34%, ha_1 14%, xnor2_1 5.9%, nor2_1 4.3%, a21oi_1 3.3%"
  yosys-stat-area_um2: 9890
  synthAoiAreaFrac_pct: 13.6
  ys_ff: 145
  yosys.area_share.xor_xnor_pct: 8.94
  synth-edff-count: 0
  synth_area_um2: 9890
  ys_cells: 1097
floorplan:
  chipArea_um2: 20400
  dieHeight_um: 143
  rows: 51
  core-area_um2: 19400
  die_w_um: 143
  initCoreUtil_pct: 51.0
  ios: 9
clock_tree:
  cts_hold_buffers: 0
  cts_resized: 0
  post_cts_buffers: 0
  clk_pin_slew_ps: 0
  clk_latency_ps: 0
global_route:
  track_usage_pct: 19.8
  grt_max_degree: 83
  grt_pass1_wl_mm: 32.4
  grt-ovfl-total: 0
  grt_pass1_vias: 6793
  antenna_found_initial: 0
==> cell usage after synthesis, types with 7 or more instances <==
cell type	n
nor2_1	114
nor4_1	22
xnor2_1	67
inv_1	70
and3_1	12
ha_1	110
clkbuf_1	29
and2_1	31
nand3_1	35
dfrtp_1	134
dfstp_2	11
nor2b_1	14
a21oi_1	65
a21o_1	12
o21ai_0	64
or3_1	15
nor3_1	32
o2111ai_1	10
o211ai_1	7
nand4_1	21
xor2_1	34
nand2_1	72
==> layout make-up <==
cell class	instances	share of cell area [%]
flip-flops and latches	145	35.7
inverters	70	2.61
multi-input cells	848	57.1
repair buffers	16	1.37
well taps	265	3.24
==> through the flow <==
| stage | hold slack [ps] | setup TNS, ps | setup WS, ps |
|---|---|---|---|
| floorplan | 390 | -1010 | -1010 |
| global placement | 408 | 0 | 496 |
| detailed placement | 407 | 0 | 495 |
| global route | 428 | 0 | 472 |
| finish | 401 | 0 | 498 |
| CTS | 408 | 0 | 495 |
==> cells by family (layout without fill, tap and decap cells) <==
| logic type | after synthesis | after routing |
|---|---|---|
| and+or+nand+nor | 402 | 402 |
| AOI/OAI and AO/OA | 215 | 215 |
| DFF | 145 | 145 |
| adders and majority gates | 117 | 117 |
| buffers and inverters | 108 | 86 |
| xor gates and xnor gates | 101 | 101 |
| muxes | 8 | 8 |
| other | 1 | 5 |
==> final timing paths <==
check                                  start                end  slack [ps]
max                                      rst  clk_div_u.clk_tmp         500
min                        clk_div_u.clk_tmp  clk_div_u.clk_tmp         400
max reg2reg                clk_div_u.clk_tmp  clk_div_u.clk_tmp         530
min reg2reg                clk_div_u.clk_tmp  clk_div_u.clk_tmp         400
max in group clk0          clk_div_u.clk_tmp  clk_div_u.clk_tmp         530
min in group asynchronous                rst  clk_div_u.clk_tmp         410
==> routing by layer <==
| layer | vias to the layer above | track usage (%) | share of wire (%) |
|---|---|---|---|
| met3 | 6 | 0.137 | 1.2 |
| li1 | 3808 | - | - |
| met1 | 3415 | 33.3 | 53 |
| met5 | - | 0 | 0 |
| met4 | 0 | 0.566 | 0.35 |
| met2 | 45 | 31.5 | 45 |
==> power breakdown <==
part	internal (mW)	switching [mW]	leakage [nW]
registers	0.0416	0	1.93
logic	0.0299	0.161	2.54
clock network	0	0	0
Power figures rest on the tool's default switching activity, not on a simulated workload.
